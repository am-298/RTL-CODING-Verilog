[run.sh]
#!/bin/bash
# OpenROAD 26Q1-2900-gdf79404cd8, Yosys 0.63+post, stock flow scripts
make -C /OpenROAD-flow-scripts/flow DESIGN_CONFIG=/design/flow/config.mk WORK_HOME=/design/flow/orfs finish
[config.mk]
export PLATFORM = sky130hd
export DESIGN_NAME = fixed_pri_arbiter
export DESIGN_NICKNAME = fixed_pri_arbiter
export VERILOG_FILES = /design/flow/design.v
export SDC_FILE = /design/flow/constraint.sdc
export NUM_CORES = 4
export LEC_CHECK = 1
export CORE_AREA = 10 10 70 70
export DIE_AREA = 0 0 80 80
[constraint.sdc]
current_design fixed_pri_arbiter

set clk_period 13.1
set clk_io_pct 0.2

create_clock -name clk0 -period $clk_period

set non_clock_inputs [all_inputs -no_clocks]
set_input_delay [expr $clk_period * $clk_io_pct] -clock clk0 $non_clock_inputs
set_output_delay [expr $clk_period * $clk_io_pct] -clock clk0 [all_outputs]
[design.v]
module fixed_pri_arbiter #(
  parameter N = 32  
) (
  input   logic [N-1:0]  req,  
  output  logic [N-1:0]  gnt  
);
  logic [N-1:0] higher_pri_req;
  assign higher_pri_req[0] = 1'b0;
  genvar i;
  generate
    for (i = 0; i < N-1; i++) begin : gen_priority_chain
      assign higher_pri_req[i+1] = higher_pri_req[i] | req[i];
    end
  endgenerate
  assign gnt[N-1:0] = req[N-1:0] & ~higher_pri_req[N-1:0];
endmodule
==> flow_metrics.py <==
# Flow results
metrics = {
    "final_layout": {
        "final_common_cell": "clkdlybuf4s50_1",
        "drive_gt1_share_pct": 4.878,
        "n_fill_cell": 347,
        "final_layout_top_logic_cells": "clkdlybuf4s50_1, nor2_1, and3_1",
        "area_growth_pct": 155.3,
        "clock_buffer_count": 0,
        "design.seq.count": 0,
        "ff_latch_area_um2": 0,
    },
    "synth": {
        "ys_cells": 62,
        "ys_area_um2": 439.2,
        "ys_sh_aoi_pct": 0,
        "ys_warn_count": 0,
        "synth.avg_cell_area_um2": 7.083,
        "netlist_area_um2": 439.2,
        "ys_sh_mux_pct": 0,
        "fa_ha_area_share_pct": 0,
        "ys_top_logic_family": "simple AND/OR/NAND/NOR gates",
        "syn_inst": 62,
        "synth.distinct_cells": 26,
        "ys_sh_simple_pct": 94.59,
        "xor_area_share_pct": 0,
        "ys_seq_share_pct": 0,
    },
    "global_route": {
        "grt.total_usage_pct": 6.696,
        "grt_pass1_wl_um": 3601,
        "antenna_found_initial": 0,
        "first_global_vias": 669,
        "grt_max_degree": 12,
        "overflow": 0,
    },
    "worst_setup_path": {
        "required_ns": 10.48,
        "slowest_stage": "clkdlybuf4s50_1",
        "critPathKind": "in2out",
        "start_kind": "input port",
        "path_max_fanout": 11,
        "crit_top_cell": "clkdlybuf4s50_1",
        "path_cells": "clkdlybuf4s50_1, nor4_4, nand3_2, nor3_2, and4_1, clkdlybuf4s50_1",
        "critPathMaxStageDelay_ns": 0.53,
        "cp.arrival_ns": 4.90,
        "startpoint": "req[0]",
        "cp-end-kind": "output pin",
    },
    "clock_network": {
        "postCtsSetupBuffers": 0,
        "cts-resized-gates": 0,
        "hold_buffers": 0,
    },
    "worst_hold_path": {
        "hold_path_class": "in2out",
        "worst_hold_startpoint": "req[20]",
    },
    "final_timing": {
        "timing.final.crit_share_pct": 57.44,
        "rsz0062_at_grt": "false",
        "max_freq_mhz": 132.9,
        "slew_violations": 0,
        "period_needed_ns": 7.524,
        "worst_slack_ns": 5.576,
        "finalSetupTns_ns": 0,
        "setup_viol": 0,
        "hold_viol_final": 0,
        "slew_headroom_pct": 66.25,
        "tightest_slew_ns": 0.5035,
    },
    "routing": {
        "n_antenna_cell": 0,
        "route.detailed.drc": 0,
        "drt-pass1-iter-count": 2,
        "vias": 701,
        "wire_per_inst_um": 13.36,
        "vias_per_cell": 4.148,
        "routed_wirelength_um": 2257,
        "final_antenna_net_count": 0,
        "drtIter0Drc": 12,
    },
    "placement": {
        "port_buffers": 64,
        "dp_slack_ns": 5.570,
        "dpl.hpwl_um": 2092,
        "gp_congestion": 0.8187,
    },
    "pwr": {
        "ir_worst_vdd_mv": 0.005662,
        "p_leak_nw": 0.4142,
        "power.density_nw_per_um2": 14.77,
    },
    "floorplanning": {
        "core_um2": 3416,
        "dieArea_um2": 6400,
        "die_w_um": 80,
        "ios": 64,
        "rows": 21,
        "fp-utilization_pct": 12.86,
        "chipHeight_um": 80,
    },
    "status": {
        "status": "finished, final reports clean",
    },
    "job": {
        "maxCapViolations": 0,
        "warnings": 32,
    },
}
## worst max-delay path, delay by kind of cell
kind | cells | cell delay (ns)
and+or+nand+nor | 4 | 1.29
buffers and inverters | 2 | 1.00
## layer usage
layer | track usage, % | up-vias | part of all wire, %
met5 | 0 | - | 0
li1 | - | 368 | -
met4 | 0 | 0 | 0
met2 | 12.60 | 23 | 53
met3 | 1.705 | 0 | 8.7
met1 | 7.779 | 310 | 38
## Yosys cell counts
cell type  instances  area [um2]
and2_1             4       25.02
and3_1             6       37.54
and3b_1            3       26.28
and4_1             4       35.03
and4b_1            5       50.05
and4bb_1           1       12.51
buf_2              1       5.000
buf_4              1       7.510
clkbuf_1           1       3.750
inv_1              2       7.510
nand2_1            2       7.510
nand3_2            1       10.01
nand3b_1           1       7.510
nor2_1            12       45.04
nor2b_1            1       6.260
nor3_1             2       10.01
nor3_2             1       10.01
nor3b_1            3       22.52
nor3b_2            1       12.51
nor4_1             2       12.51
nor4_2             1       12.51
nor4_4             1       21.27
nor4b_1            3       26.28
or3_1              1       6.260
or3_4              1       11.26
or4_1              1       7.510
## area by class of cell
cell class	count	area, um2	share of cell area, %
Inverter	2	7.507	0.6696
Multi-Input combinational cell	57	415.4	37.05
Tap cell	46	57.56	5.134
Timing Repair Buffer	64	640.6	57.14
## power by group
part,switching [mW],internal [mW]
clock network,0,0
logic,0.00541,0.0112
registers,0,0
total,0.00541,0.0112
## path summary, 6_finish.rpt
kind	to	slack (ns)	depth (start not counted)
setup / recovery	gnt[26]	5.58	6
hold / removal	gnt[20]	6.19	3
## kinds of logic (layout without fill, tap and decap cells)
logic type,after synthesis,in the layout
AND/OR/NAND/NOR,57,57
buffers and inverters,5,66
## per-stage QoR
stage          cells  power, mW  instance area, um2  utilization, %  hold slack (ns)
2_1_floorplan     62   0.003139               439.2               -            5.253
3_3_place_gp     169    0.01629                1121           32.82            6.193
3_5_place_dp     169    0.01660                1121           32.82            6.204
4_1_cts          169    0.01667                1121           32.82            6.201
5_1_grt          169    0.01825                1121           32.82            6.220
6_report         169    0.01656                1121           32.82            6.193
Power figures rest on the tool's default switching activity, not on a simulated workload.
