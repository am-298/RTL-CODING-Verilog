[design/flow/config.mk]
export PLATFORM = sky130hd
export DESIGN_NAME = simple_sram
export DESIGN_NICKNAME = simple_sram
export VERILOG_FILES = /design/flow/design.v
export SDC_FILE = /design/flow/constraint.sdc
export NUM_CORES = 4
export LEC_CHECK = 1
export CORE_UTILIZATION = 30
[design/flow/constraint.sdc]
current_design simple_sram

set clk_period 3.1
set clk_io_pct 0.2

create_clock -name clk0 -period $clk_period [get_ports {clk}]

set non_clock_inputs [all_inputs -no_clocks]
set_input_delay [expr $clk_period * $clk_io_pct] -clock clk0 $non_clock_inputs
set_output_delay [expr $clk_period * $clk_io_pct] -clock clk0 [all_outputs]
[design/flow/design.v]
module simple_sram (
    input clk, 
    input wire wr_en, 
  input [2:0] addr,  
  input wire [7:0] din,        
  output reg [7:0]dout		 
);
  reg [7:0] mem[0:7];
  always @ (posedge clk)
    begin 
      if  (!wr_en)
        begin 
          dout <= mem[addr];
        end
      else
        begin 
          mem[addr] <= din;
        end
    end
endmodule
[design/flow/run.sh]
#!/bin/bash
# OpenROAD 26Q1-2900-gdf79404cd8, Yosys 0.63+post, stock flow scripts
make -C /OpenROAD-flow-scripts/flow DESIGN_CONFIG=/design/flow/config.mk WORK_HOME=/design/flow/orfs finish
==> ci_impl_report.md <==
## PnR job results

| Metric | Value |
|---|---|
| Count of pins over their slew limit | `0` |
| Ant diodes | `0` |
| Yosys synthesis warning count | `1` |
| Unique cell types | `24` |
| Endpoints failing hold | `0` |
| Vias in the first global route | `1472` |
| DP Area | `3246 sq um` |
| # rows | `34` |
| Cells in synth_stat.txt | `141` |
| CTS clock-pin slew for the worst setup and hold paths | `0.06 ns` |
| Max-cap violations | `0` |
| DP HPWL | `3.441 mm` |
| Total clock sinks | `72` |
| Hold Buf Count CTS | `0` |
| Post-CTS Setup Bufs | `0` |
| I/O pin cnt | `21` |
| Horiz. Die Dim | `98.64 microns` |
| Final ANT Viol Nets | `0` |
| Vias per cell | `4.692` |
| Root Buffer | `clkbuf_8` |
| Mapped cell area | `2801 sq um` |
| CP endpoint kind | `flip-flop` |
| Tmin final | `2.156 ns` |
| Pre-Place Util | `0.3151` |
| Pin count of the biggest net entering global routing | `25` |
| Total GRT Usage | `0.1159` |
| H-tree depth | `3` |
| Crit Path Class | `input port to flip-flop` |
| IO Port Bufs | `20` |
| Critical Path RT | `3.17 ns` |
| Top Layout Cells | `72 x edfxtp_1, 21 x buf_4, 20 x clkdlybuf4s50_1, 10 x mux2i_1, 9 x clkbuf_8` |
| Fin area | `3401 sq um` |
| Data arrival time of the critical path | `2.23 ns` |
| Wire per inst | `16.47 microns` |
| PD cells | `539.2 nW/um^2` |
| Worst-path fanout max | `15` |
| GPL Wtd Cong | `0.8451` |
| Yosys reg bits | `72` |
| OpenROAD warning count | `25` |
| DIE HEIGHT | `98.64 microns` |
| RSZ-0062 raised after global routing | `no` |
| Sum of negative setup slack | `0 ns` |
| Post-synthesis sequential area ratio | `0.7718` |
| Fill cells | `780` |
| Area Growth Syn to Fin | `21.39%` |
| Initial drt markers | `83` |
| Maximum vdd drop | `163.4 uV` |
| CTS tree | `done` |
| Drt total wl | `4.925 mm` |
| Initial antenna violation count | `0` |
| DR pass1 iterations | `4` |
| # setup viols final | `0` |
| Worst-Margin Slew | `0.3997 ns` |
| Share of layout cells above drive strength 1 | `0.1885` |
| Max-slew headroom | `0.7332` |
| Cts repair resizes | `0` |
| P_leak | `0.001178 uW` |
| Die ar. | `9729 sq um` |
| Grt ovf | `0` |
| Cells after synthesis | `141` |
| # DRC | `0` |
| Startpoint Class | `input port` |
| Hold WC Path Type | `flip-flop to flip-flop` |
| Fin Hold WS | `0.5915 ns` |
| Fin crit share | `0.6953` |
| TritonCTS Buffers | `9` |
| Chip area in the Yosys report | `2801 sq um` |
| Worst Clk Skew | `0.004916 ns` |
| Core area | `8891 sq um` |
| Peak Freq | `463.9 MHz` |
| Late-Pin Clk Latency | `0.33 ns` |
| First-pass GRT wire length | `7.776 mm` |
| Status | `finished clean` |
| Vias | `1403` |
| Synth Area per Inst | `19.87 sq um` |
| Most common logic cell in the routed design | `edfxtp_1` |
| CTS Buffer Depth | `2` |
-- Yosys cell counts --
master	n	area share
a22o_1	1	0.0031
and2_1	1	0.0022
nor2_1	8	0.011
o2bb2ai_1	1	0.0031
nand2_1	4	0.0054
nand2b_1	3	0.0067
mux2i_1	10	0.036
a21oi_1	2	0.0036
clkbuf_1	1	0.0013
buf_2	3	0.0054
buf_6	2	0.0080
edfxtp_1	72	0.77
buf_4	1	0.0027
a211oi_1	2	0.0054
a21boi_0	1	0.0027
inv_1	3	0.0040
a311o_1	2	0.0071
mux4_1	8	0.075
a211o_1	2	0.0063
o22ai_1	4	0.0089
nand3b_1	2	0.0054
nor3_1	3	0.0054
mux2_2	4	0.016
mux2_1	1	0.0040
-- cell families after synthesis --
logic type      after synthesis  synth area share
mux                          23            0.1309
compound gates               15           0.04020
flops                        72            0.7718
simple gates                 21           0.03573
buf+inv                      10           0.02144
-- state kept, by name, summed over array words and instances, names as in the netlist --
| register | count |
|---|---|
| dout | 8 |
| mem | 64 |
-- metrics by stage --
step | power (uW) | utilization | setup WS [ns] | instances
finish | 1834 | 0.3825 | 0.9445 | 299
global route | 1924 | 0.3825 | 0.8370 | 299
CTS | 1856 | 0.3825 | 0.9515 | 299
detailed placement | 1274 | 0.3650 | 0.5876 | 283
global placement | 1273 | 0.3650 | 0.6099 | 283
floorplan | 1203 | - | 0.9620 | 141
-- final cells by class --
cell class | instances | area (sq um) | area share
sequential | 72 | 2162 | 0.6358
clock buffer | 11 | 131.4 | 0.03863
timing repair buffer | 41 | 357.8 | 0.1052
tap | 108 | 135.1 | 0.03974
clock inverter | 5 | 23.77 | 0.006990
inverter | 3 | 11.26 | 0.003311
multi-input combinational | 59 | 579.3 | 0.1703
-- path summary, 6_finish.rpt --
path	start	endpoint	slack, ns	depth (start not counted)
max reg2reg	mem[5][5]	dout[5]	1.67	2
min	mem[0][1]	dout[1]	0.59	1
min reg2reg	mem[0][1]	dout[1]	0.59	1
max	addr[0]	dout[1]	0.94	6
-- worst max-delay path, cell delays in order --
cell	delay [ns]
clkdlybuf4s50_1	0.45
buf_4	0.23
buf_4	0.27
mux2i_1	0.21
o22ai_1	0.11
a311o_1	0.33
-- report_power, final --
group          total, uW  switching, uW  leakage (uW)  internal, uW
combinational        132           61.8      0.000442          69.9
sequential          1120           7.61      0.000660          1110
clock                583            302     0.0000758           281
-- layer usage --
metal | wire length [microns] | vias to the layer above | track usage
li1 | - | 666 | -
met4 | 32 | 0 | 0.01722
met3 | 341 | 2 | 0.04473
met5 | 0 | - | 0
met1 | 2159 | 692 | 0.1683
met2 | 2392 | 43 | 0.1820
Power figures rest on the tool's default switching activity, not on a simulated workload.
