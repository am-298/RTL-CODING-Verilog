===== design/flow/run.sh =====
#!/bin/bash
# OpenROAD 26Q1-2900-gdf79404cd8, Yosys 0.63+post, stock flow scripts
make -C /OpenROAD-flow-scripts/flow DESIGN_CONFIG=/design/flow/config.mk WORK_HOME=/design/flow/orfs finish

===== design/flow/config.mk =====
export PLATFORM = sky130hd
export DESIGN_NAME = binary2hex
export DESIGN_NICKNAME = binary2hex
export VERILOG_FILES = /design/flow/design.v
export SDC_FILE = /design/flow/constraint.sdc
export NUM_CORES = 4
export LEC_CHECK = 1
export CORE_AREA = 10 10 70 70
export DIE_AREA = 0 0 80 80

===== design/flow/constraint.sdc =====
current_design binary2hex

set clk_period 1.7
set clk_io_pct 0.2

create_clock -name clk0 -period $clk_period

set non_clock_inputs [all_inputs -no_clocks]
set_input_delay [expr $clk_period * $clk_io_pct] -clock clk0 $non_clock_inputs
set_output_delay [expr $clk_period * $clk_io_pct] -clock clk0 [all_outputs]

===== design/flow/design.v =====
module binary2hex #(parameter N = 32) (
    input  [N-1:0] bin_num,
    output reg [(N/4)*8 - 1:0] hex_str
);
    integer i;
    reg [3:0] nibble;
    always @(*) begin
        hex_str = {(N/4)*8{1'b0}};   
        for (i = 0; i < N/4; i = i + 1) begin
            nibble = bin_num[N - 4*(i+1) +: 4];
            case (nibble)
                4'b0000: hex_str[((N/4)-1 - i)*8 +: 8] = "0";
                4'b0001: hex_str[((N/4)-1 - i)*8 +: 8] = "1";
                4'b0010: hex_str[((N/4)-1 - i)*8 +: 8] = "2";
                4'b0011: hex_str[((N/4)-1 - i)*8 +: 8] = "3";
                4'b0100: hex_str[((N/4)-1 - i)*8 +: 8] = "4";
                4'b0101: hex_str[((N/4)-1 - i)*8 +: 8] = "5";
                4'b0110: hex_str[((N/4)-1 - i)*8 +: 8] = "6";
                4'b0111: hex_str[((N/4)-1 - i)*8 +: 8] = "7";
                4'b1000: hex_str[((N/4)-1 - i)*8 +: 8] = "8";
                4'b1001: hex_str[((N/4)-1 - i)*8 +: 8] = "9";
                4'b1010: hex_str[((N/4)-1 - i)*8 +: 8] = "A";
                4'b1011: hex_str[((N/4)-1 - i)*8 +: 8] = "B";
                4'b1100: hex_str[((N/4)-1 - i)*8 +: 8] = "C";
                4'b1101: hex_str[((N/4)-1 - i)*8 +: 8] = "D";
                4'b1110: hex_str[((N/4)-1 - i)*8 +: 8] = "E";
                4'b1111: hex_str[((N/4)-1 - i)*8 +: 8] = "F";
                default: hex_str[((N/4)-1 - i)*8 +: 8] = "X";   
            endcase
        end
    end
endmodule

==> commit_impl_results.txt <==
Record implementation results from latest flow run

- The flow ran to the end, and the final reports show no timing, DRC or antenna violations.
- Per the placement log, port buffering inserted around 88 buffers.
- Number of gates on the worst path with buffers counted: 6
- Largest net degree at the start of global routing: 9
* Share of the synthesized area in the top cell type: around 20%
- Final antenna diode count: 0
- Number of global-route vias before repair: 1251
- Initial drt markers: 25
- The script logs the ratio of routed vias to standard cells as 4.33.
- Sequential share of the synthesized area: 0%
- Max-cap violations in this run came to 0.
* First-pass GRT wire length: 5680 um
* Total standard cell area after synthesis: 991 um2
* Sum of internal, switching and leakage power: 0.418 mW
* Largest cells by area: sky130_fd_sc_hd__ha_1 20%, sky130_fd_sc_hd__buf_4 12%, sky130_fd_sc_hd__inv_1 9.1%
* Average instance area after synthesis: 6.83 um2
- Routed vias: 1247
- Flip-flops: 0
- For this sky-water flow run, the detailed-routed wirelength per cell is reported as 12.5 um.
- Setup violation total in the final timing report: 0
* Fill cell count: around 340
- Summed over all cells, the static leakage comes to roughly 0.99 nW.
* Standard-cell row count: 21
* Chip area estimate from yosys synthesis: 991 um2
* Cell type with the largest total area: sky130_fd_sc_hd__ha_1
- Compared with the post-synthesis result, the final layout area differs by 96.2%.
- Global-route total usage across every layer: 10.4%
- According to the floorplan report, the die height is 80 um.
- Width of the chip: approximately 80 um
- The finished cells cover 1940 um2.
- IR analysis of the VDD net gives a maximum drop of 0.0813 mV.
- According to the hold report, the worst path is of the primary input to output pin type.
- Number of iterations in the first detailed-routing pass: 4
- Initial antenna violation count: 0
- Area of the multi-input gates: 917 um2
- For this run, the number of Yosys warnings is 1.
* Top-level I/O count: between 90 and 100
- Final hold violations: 0
- The final timing report lists a max-slew violation count of 0.
- In this run the tools logged warnings totalling 41.
- Floorplan-stage core utilization: 29.0%
* Count of buffer and inverter cells on the critical path: 3
* Fmax: 0.604 GHz
* Placeable core region: about 3400 um2
- Peak per-stage delay on the critical path: 0.22 ns
* Element type at the critical path end: output pin
* Clock period minus final worst setup slack: 1.66 ns
- Global route overflow: 0
- The routed layout reports a DRC error count of 0.
- Count of different cell masters after synthesis: 19
* Power Density: 215 nW/um2
- Tally of clock buffers in the finished layout: 0
- Yosys cell count: 145
* Worst-path cell chain: buf_2, buf_6, ha_1, or2_1, a31o_1, clkdlybuf4s15_1
- STA classifies the critical path startpoint as a primary input.
* Worst Hold Slack: 1.03 ns
- Excluding fillers, the count of instances in the completed layout stands at 288.
- Floorplan die area: about 6400 um2
- Number of placed instances, taps included: 287
* Drt total wl: 3600 um
- The placed instances occupy a cell area of 1960 um2.
* Cell family with the largest share of critical-path delay: buffers and inverters
* Arrival time of the worst setup path: around 1.3 ns
- Post-route clock period utilization: 97.4%
- STA lists the maximum fanout along the critical path as 4.
- Gate count of the mapped netlist: 145
- According to the dpl log, the detail-placed design has an HPWL of 3080 um.
- By startpoint and endpoint, the worst setup path is classified as primary input to output pin.
* Layout cell share with drive strength beyond 1: 30.2%
- Sequential Area: 0 um2
* WP data required: 1.36 ns
- The placement summary gives the final routability congestion estimate as 0.769.
* Critical path's slowest cell: sky130_fd_sc_hd__or2_1
- Along the worst hold path, the cell count comes to 3.
* Antenna-violating nets left: 0
kinds of logic (layout without fill, tap and decap cells):
family / after synthesis / in the layout / share of synthesized area [%]
AOI/OAI and AO/OA: 32 / 32 / 24.9
and+or+nand+nor: 56 / 56 / 33.3
other: 1 / 8 / 0.378
adders and majority gates: 16 / 16 / 20.2
buffers and inverters: 40 / 130 / 21.2
tightest hold or removal path, delay by kind of cell:
family | cells | cell delay [ns]
buffers and inverters | 2 | 0.26
AND-OR/OR-AND | 1 | 0.09
report_power, final:
group | internal [mW] | switching [mW]
Clock | 0 | 0
Sequential | 0 | 0
Combinational | 0.267 | 0.151
per-layer routing:
layer	wire length (um)	global-route usage, %	vias to the layer above
li1	-	-	651
met1	1470	11.9	548
met2	1710	18.8	48
met3	420	4.09	0
met4	0	0	0
met5	0	0	-
final timing paths:
path	start	end
min	bin_num[27]	hex_str[49]
max	bin_num[21]	hex_str[41]
what timing repair did:
action,4_1_cts,5_1_grt
pin swaps,27,15
hold buffers,0,0
endpoints found under the setup margin,56,31
gates resized,143,41
buffers inserted,2,0
final cells by class:
type,instances,share of cell area [%]
multi-input combinational,112,47.2
timing repair buffer,106,45.2
tap,46,2.96
inverter,24,4.63
metrics by stage:
| stage | utilization (%) | TNS, ns | setup WS, ns |
|---|---|---|---|
| 6_report | 56.9 | 0 | 0.0439 |
| 5_1_grt | 56.9 | -0.00524 | -0.00365 |
| 4_1_cts | 57.1 | -0.190 | -0.154 |
| 3_5_place_dp | 57.5 | -20.63 | -0.646 |
| 3_3_place_gp | 57.5 | -20.25 | -0.620 |
| 2_1_floorplan | - | 0 | 0.333 |
synthesized netlist by cell type (all sizes together):
cell type,instances
conb,1
or2,9
o21ai,1
and2b,6
a31o,9
o21a,7
a31oi,5
ha,16
nor2b,3
nand2,11
buf,16
nand2b,12
o211ai,2
nor3b,8
nor2,5
inv,24
a21boi,8
nand3b,2
placed cells by master, fill, tap and decap left out, drive strengths merged:
cell type and instances:
a21boi 8, inv 24, o211ai 2, dlymetal6s2s 2, a31oi 5, nor2b 3, nor3b 8, clkdlybuf4s15 7
and2b 6, o21ai 1, conb 8, clkdlybuf4s50 23, dlygate4sd2 24, or2 9, o21a 7, clkbuf 9
nor2 5, nand2b 12, buf 41, nand2 11, a31o 9, nand3b 2, ha 16
Power figures rest on the tool's default switching activity, not on a simulated workload.
